==> design/flow/design.v <==
module ib_mul_8x8_s2_l0(
   input    wire  [7:0]    i_a,
   input    wire  [7:0]    i_b,
   output   wire  [15:0]   o_c
);
   wire  [3:0] a0;
   wire  [3:0] a1;
   wire  [3:0] a2;
   wire  [3:0] a3;
   wire  [3:0] b0;
   wire  [3:0] b1;
   wire  [3:0] b2;
   wire  [3:0] b3;
   wire  [3:0] c0;
   wire  [3:0] c1;
   wire  [3:0] c2;
   wire  [3:0] c3;
   wire  [3:0] d0;
   wire  [3:0] d1;
   wire  [3:0] d2;
   wire  [3:0] d3;
   assign a0 = i_a[1:0] * i_b[1:0];
   assign a1 = i_a[1:0] * i_b[3:2];
   assign a2 = i_a[1:0] * i_b[5:4];
   assign a3 = i_a[1:0] * i_b[7:6];
   assign b0 = i_a[3:2] * i_b[1:0];
   assign b1 = i_a[3:2] * i_b[3:2];
   assign b2 = i_a[3:2] * i_b[5:4];
   assign b3 = i_a[3:2] * i_b[7:6];
   assign c0 = i_a[5:4] * i_b[1:0];
   assign c1 = i_a[5:4] * i_b[3:2];
   assign c2 = i_a[5:4] * i_b[5:4];
   assign c3 = i_a[5:4] * i_b[7:6];
   assign d0 = i_a[7:6] * i_b[1:0];
   assign d1 = i_a[7:6] * i_b[3:2];
   assign d2 = i_a[7:6] * i_b[5:4];
   assign d3 = i_a[7:6] * i_b[7:6];
   assign o_c =               (b3 << 8) + (c3 << 10) + (d3 << 12) +
                  (a3 << 6) + (b2 << 6) + (c2 << 8 ) + (d2 << 10) +
                  (a2 << 4) + (b1 << 4) + (c1 << 6 ) + (d1 << 8 ) +
                  (a1 << 2) + (b0 << 2) + (c0 << 4 ) + (d0 << 6 ) +
                   a0;
endmodule
==> design/flow/run.sh <==
#!/bin/bash
# OpenROAD 26Q1-2900-gdf79404cd8, Yosys 0.63+post, stock flow scripts
make -C /OpenROAD-flow-scripts/flow DESIGN_CONFIG=/design/flow/config.mk WORK_HOME=/design/flow/orfs finish
==> design/flow/config.mk <==
export PLATFORM = sky130hd
export DESIGN_NAME = ib_mul_8x8_s2_l0
export DESIGN_NICKNAME = ib_mul_8x8_s2_l0
export VERILOG_FILES = /design/flow/design.v
export SDC_FILE = /design/flow/constraint.sdc
export NUM_CORES = 4
export LEC_CHECK = 1
export CORE_UTILIZATION = 30
==> design/flow/constraint.sdc <==
current_design ib_mul_8x8_s2_l0

set clk_period 7.1
set clk_io_pct 0.2

create_clock -name clk0 -period $clk_period

set non_clock_inputs [all_inputs -no_clocks]
set_input_delay [expr $clk_period * $clk_io_pct] -clock clk0 $non_clock_inputs
set_output_delay [expr $clk_period * $clk_io_pct] -clock clk0 [all_outputs]
==> reports/qor.csv <==
stage,metric,value,unit
floorplanning,fp_util,30.8,%
detailed_routing,dr_total_vias,1939,
sta,tightestPinTransition,0.317,ns
worst_setup_path,cp_slowest_cell,fa_1,
worst_setup_path,worstPathRequired,5.68,ns
placement,portBuffers,32,
synth,synth_top_cell_by_area,ha_1,
detailed_routing,drtIter0Drc,17,
run_status,status,"complete, no violations",
grt,grt.met1_usage,19.0,%
finish,drive_gt1_share,27.5,%
worst_setup_path,worstPathMaxFanout,4,
synth,synth_stat.cells,285,
floorplanning,io_pins,32,
finish,final-seq-area,0,um2
grt,grt_util_met3,0.662,%
worst_setup_path,max_stage_delay,0.50,ns
job,tool_warnings,32,
synth,synth_top_area_share,30.8,%
detailed_routing,ant_nets,0,
power_and_ir_drop,p_leak,1.79,nW
power_and_ir_drop,intPower,0.500,mW
grt,grt_pass1_wl,8540,um
detailed_routing,wl,4890,um
sta,hold_viol_final,0,
detailed_routing,wl_per_cell,10.8,um
hold_path,hold_class,primary input to primary output,
sta,setup_viol,0,
grt,grt_start_max_net_pins,9,
floorplanning,dieArea,8770,um2
worst_setup_path,cp_data_arrival_time,5.53,ns
synth,ys_area,2520,um2
detailed_routing,antennaDiodeCount,0,
worst_setup_path,end_kind,primary output,
power_and_ir_drop,comb_power_share,100.0,%
sta,fmax,144,MHz
grt,grt_pass1_vias,1981,
sta,max-slew-margin-rel,78.9,%
power_and_ir_drop,p_seq_share,0,%
finish,area_delta_synth_final,36.3,%
finish,clock_buffers,0,
placement,post-dp-hpwl,4250,um
grt,busiest_layer,met2,
power_and_ir_drop,vdd_drop_max,0.000128,V
grt,grtUsageMet2,20.8,%
finish,ff_count,0,
grt,grt-ovfl-total,0,
power_and_ir_drop,fin_total_pwr,0.865,mW
synth,seq_area_frac_synth,0,%
detailed_routing,firstDrtPassIters,4,
sta,min_period,6.95,ns
worst_setup_path,crit_top_cell,fa_1,
power_and_ir_drop,sw_frac_of_total,42.2,%
synth,syn_inst,285,
grt,antenna_found_initial,0,
synth,common_cells,"inv_1, ha_1, and2_1",
detailed_routing,vias_per_cell,4.27,
grt,grt.total_usage,12.3,%
synth,most_common_cell,inv_1,
sta,holdWs,3.51,ns
synth,syn_avg_cell_area,8.84,um2
floorplanning,rows,33,
detailed_routing,drc,0,
synth,ys_top_cells_by_area,"ha_1, fa_1, and2_1",
worst_setup_path,path_cells,clkdlybuf4s15_2 > and2_4 > ha_4 > ha_1 > inv_1 > fa_1 > inv_1 > fa_1 > fa_1 > inv_1 > fa_1 > inv_2 > ha_4 > buf_6 > nand3_4 > o2111ai_4 > buf_6 > a31oi_2 > xnor2_1 > clkdlybuf4s15_1,
worst_setup_path,cp-start-kind,primary input,
synth,yosys_warnings,0,
sta,maxSlewViolCount,0,
worst_setup_path,path_class,primary input to primary output,
floorplanning,die_h,93.6,um
power_and_ir_drop,clkPwrFrac,0,%
synth,synth_cell_type_count,25,
floorplanning,die_w,93.6,um
synth,syn-cell-area,2520,um2
job,maxCapViolCount,0,
placement,place.gp.congestion,0.811,
sta,min_period_over_period,97.9,%
power_and_ir_drop,powerDensity,252,nW/um2
floorplanning,core_area,8180,um2
power_and_ir_drop,switching_power,0.365,mW
## power by group through the flow
stage / logic [mW] / registers [mW] / clock network [mW]
finish: 0.865 / 0 / 0
global route: 0.981 / 0 / 0
CTS: 0.801 / 0 / 0
## per-layer routing
layer	wire [um]	part of all wire, %
met2	2300	47
met5	0	0
met3	138	2.8
met1	2460	50
met4	0	0
## worst max-delay path, delay by kind of cell
family	cells	cell delay, ns
compound gates	2	0.28
buf+inv	8	0.82
xor+xnor	1	0.14
simple gates	2	0.25
fa+ha+maj	7	2.60
## path summary, 6_finish.rpt
path / slack (ns) / endpoint / cells past startpoint / start
setup / recovery: 0.15 / o_c[14] / 20 / i_a[6]
hold / removal: 3.51 / o_c[0] / 3 / i_b[0]
## timing repair
item	CTS	global route
pin swaps	29	24
buffers inserted	5	1
setup endpoints to repair	9	8
resized	84	46
hold buffers	0	0
## cell type report
| class | count | area [um2] |
|---|---|---|
| tap | 105 | 131 |
| inverter | 78 | 293 |
| timing repair buffer | 64 | 513 |
| fill | 799 | 4740 |
| multi-input combinational | 207 | 2490 |
## per-stage QoR
step / setup slack (ns) / setup TNS (ns) / cell area, um2 / cells / util (%)
detailed placement: -0.808 / -5.45 / 3170 / 448 / 38.7
global placement: -0.812 / -5.28 / 3170 / 448 / 38.7
CTS: 0.000424 / 0 / 3290 / 453 / 40.3
floorplan: 0.403 / 0 / 2520 / 285 / -
global route: -0.00558 / -0.0110 / 3430 / 454 / 42.0
finish: 0.152 / 0 / 3430 / 454 / 42.0
## cell usage in the layout, fill, tap and decap left out, types with 3 or more instances in the layout
cell             count
ha_4                12
clkbuf_2             4
inv_2               10
a21oi_1              3
and2_1              55
xor2_1               3
fa_2                 5
buf_2                7
ha_1                47
nand2_1              9
ha_2                 3
nor2_1               5
and2_4               3
xnor2_1              7
buf_4               30
dlygate4sd2_1        5
clkdlybuf4s50_1     10
fa_1                32
inv_1               68
buf_6                6
## logic make-up after synthesis
| kind of cell | after synthesis | synth area share (%) |
|---|---|---|
| compound gates | 15 | 5.32 |
| fa+ha+maj | 99 | 60.2 |
| xor+xnor | 11 | 3.83 |
| buf+inv | 78 | 11.6 |
| simple gates | 82 | 19.0 |
Power figures rest on the tool's default switching activity, not on a simulated workload.
