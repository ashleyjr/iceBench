==> /design/flow/design.v <==
module ib_mul_8x8_s3_l0(
   input    wire  [7:0]    i_a,
   input    wire  [7:0]    i_b,
   output   wire  [15:0]   o_c
);
   wire [7:0] a;
   wire [7:0] b;
   wire [7:0] c;
   wire [7:0] d;
   wire [7:0] e;
   wire [7:0] f;
   wire [7:0] g;
   wire [7:0] h;
   assign a[0] = i_a[0] & i_b[0];
   assign a[1] = i_a[0] & i_b[1];
   assign a[2] = i_a[0] & i_b[2];
   assign a[3] = i_a[0] & i_b[3];
   assign a[4] = i_a[0] & i_b[4];
   assign a[5] = i_a[0] & i_b[5];
   assign a[6] = i_a[0] & i_b[6];
   assign a[7] = i_a[0] & i_b[7];
   assign b[0] = i_a[1] & i_b[0];
   assign b[1] = i_a[1] & i_b[1];
   assign b[2] = i_a[1] & i_b[2];
   assign b[3] = i_a[1] & i_b[3];
   assign b[4] = i_a[1] & i_b[4];
   assign b[5] = i_a[1] & i_b[5];
   assign b[6] = i_a[1] & i_b[6];
   assign b[7] = i_a[1] & i_b[7];
   assign c[0] = i_a[2] & i_b[0];
   assign c[1] = i_a[2] & i_b[1];
   assign c[2] = i_a[2] & i_b[2];
   assign c[3] = i_a[2] & i_b[3];
   assign c[4] = i_a[2] & i_b[4];
   assign c[5] = i_a[2] & i_b[5];
   assign c[6] = i_a[2] & i_b[6];
   assign c[7] = i_a[2] & i_b[7];
   assign d[0] = i_a[3] & i_b[0];
   assign d[1] = i_a[3] & i_b[1];
   assign d[2] = i_a[3] & i_b[2];
   assign d[3] = i_a[3] & i_b[3];
   assign d[4] = i_a[3] & i_b[4];
   assign d[5] = i_a[3] & i_b[5];
   assign d[6] = i_a[3] & i_b[6];
   assign d[7] = i_a[3] & i_b[7];
   assign e[0] = i_a[4] & i_b[0];
   assign e[1] = i_a[4] & i_b[1];
   assign e[2] = i_a[4] & i_b[2];
   assign e[3] = i_a[4] & i_b[3];
   assign e[4] = i_a[4] & i_b[4];
   assign e[5] = i_a[4] & i_b[5];
   assign e[6] = i_a[4] & i_b[6];
   assign e[7] = i_a[4] & i_b[7];
   assign f[0] = i_a[5] & i_b[0];
   assign f[1] = i_a[5] & i_b[1];
   assign f[2] = i_a[5] & i_b[2];
   assign f[3] = i_a[5] & i_b[3];
   assign f[4] = i_a[5] & i_b[4];
   assign f[5] = i_a[5] & i_b[5];
   assign f[6] = i_a[5] & i_b[6];
   assign f[7] = i_a[5] & i_b[7];
   assign g[0] = i_a[6] & i_b[0];
   assign g[1] = i_a[6] & i_b[1];
   assign g[2] = i_a[6] & i_b[2];
   assign g[3] = i_a[6] & i_b[3];
   assign g[4] = i_a[6] & i_b[4];
   assign g[5] = i_a[6] & i_b[5];
   assign g[6] = i_a[6] & i_b[6];
   assign g[7] = i_a[6] & i_b[7];
   assign h[0] = i_a[7] & i_b[0];
   assign h[1] = i_a[7] & i_b[1];
   assign h[2] = i_a[7] & i_b[2];
   assign h[3] = i_a[7] & i_b[3];
   assign h[4] = i_a[7] & i_b[4];
   assign h[5] = i_a[7] & i_b[5];
   assign h[6] = i_a[7] & i_b[6];
   assign h[7] = i_a[7] & i_b[7];
   assign o_c =                                                                                          (h[7] << 14) +  
                                                                                          (g[7] << 13) + (h[6] << 13) +  
                                                                           (f[7] << 12) + (g[6] << 12) + (h[5] << 12) +
                                                            (e[7] << 11) + (f[6] << 11) + (g[5] << 11) + (h[4] << 11) +
                                             (d[7] << 10) + (e[6] << 10) + (f[5] << 10) + (g[4] << 10) + (h[3] << 10) +
                               (c[7] << 9) + (d[6] << 9 ) + (e[5] << 9 ) + (f[4] << 9 ) + (g[3] << 9 ) + (h[2] << 9 ) +
                 (b[7] << 8) + (c[6] << 8) + (d[5] << 8 ) + (e[4] << 8 ) + (f[3] << 8 ) + (g[2] << 8 ) + (h[1] << 8 ) +
   (a[7] << 7) + (b[6] << 7) + (c[5] << 7) + (d[4] << 7 ) + (e[3] << 7 ) + (f[2] << 7 ) + (g[1] << 7 ) + (h[0] << 7 ) +
   (a[6] << 6) + (b[5] << 6) + (c[4] << 6) + (d[3] << 6 ) + (e[2] << 6 ) + (f[1] << 6 ) + (g[0] << 6 ) +
   (a[5] << 5) + (b[4] << 5) + (c[3] << 5) + (d[2] << 5 ) + (e[1] << 5 ) + (f[0] << 5 ) +
   (a[4] << 4) + (b[3] << 4) + (c[2] << 4) + (d[1] << 4 ) + (e[0] << 4 ) +
   (a[3] << 3) + (b[2] << 3) + (c[1] << 3) + (d[0] << 3 ) +
   (a[2] << 2) + (b[1] << 2) + (c[0] << 2) +
   (a[1] << 1) + (b[0] << 1) +
    a[0];
endmodule
==> /design/flow/run.sh <==
#!/bin/bash
# OpenROAD 26Q1-2900-gdf79404cd8, Yosys 0.63+post, stock flow scripts
make -C /OpenROAD-flow-scripts/flow DESIGN_CONFIG=/design/flow/config.mk WORK_HOME=/design/flow/orfs finish
==> /design/flow/config.mk <==
export PLATFORM = sky130hd
export DESIGN_NAME = ib_mul_8x8_s3_l0
export DESIGN_NICKNAME = ib_mul_8x8_s3_l0
export VERILOG_FILES = /design/flow/design.v
export SDC_FILE = /design/flow/constraint.sdc
export NUM_CORES = 4
export LEC_CHECK = 1
export CORE_UTILIZATION = 50
==> /design/flow/constraint.sdc <==
current_design ib_mul_8x8_s3_l0

set clk_period 8.9
set clk_io_pct 0.2

create_clock -name clk0 -period $clk_period

set non_clock_inputs [all_inputs -no_clocks]
set_input_delay [expr $clk_period * $clk_io_pct] -clock clk0 $non_clock_inputs
set_output_delay [expr $clk_period * $clk_io_pct] -clock clk0 [all_outputs]
==> impl_metrics.ini <==
; implementation run metrics
[place]
pre_cts_ws_ps = 505
dpl_cell_area_sq_um = 2320
gp_congestion = 0.895
dp_hpwl_mm = 3.16
port_buffers = 32

[finish]
nClkBuffers = 0
stdcell_area_sq_um = 2320
areaGrowthSynthToFinish_pct = 19.6
num-fill-cells = 312
seqCellArea_sq_um = 0
drive_gt1_share_pct = 3.73
seq_cells = 0

[setup_path]
endpoint_kind = primary output
cp_slowest_cell = clkdlybuf4s50_1
worstPathArrival_ps = 6620
cpPeakStageDelay_ps = 540
cp.required_ps = 7120
cp_max_fo = 8
start_kind = input port
path_cells = clkdlybuf4s50_1 > and2_1 > fa_1 > inv_1 > fa_1 > inv_1 > fa_1 > inv_1 > fa_1 > inv_1 > ha_1 > and3_1 > a211oi_2 > nand2b_2 > a31oi_2 > xnor2_1 > clkdlybuf4s50_1
critical_path_class = in2out

[pwr]
power_density_nw_per_um2 = 180
p_leak_nw = 1.19
finalPower_mw = 0.418
peakVddDrop_v = 0.000163

[sta]
hold_viol = 0
min_period_ps = 8400
rsz0062_at_grt = no
fin_setup_tns_ps = 0
setup_viol = 0
final.period_utilization_pct = 94.4
setup_ws_ps = 503
slew_violations = 0
fmax_mhz = 119
worstMarginPinSlew_ps = 331
max-slew-margin-rel_pct = 77.9

[clock_network]
postCtsSetupBuffers = 0
post_cts_resized = 0
hold_buffers = 0

[floorplanning]
die_area_sq_um = 4130
core_sq_um = 3690
fp-row-count = 22
fp.dieH_microns = 64.3
fp_util_pct = 52.6
io_pins = 32
die_x_microns = 64.3

[yosys]
top_area_cell = fa_1
postSynthAreaPerCell_sq_um = 9.29
synth_cells = 209
syn_area_sq_um = 1940
synth_dominant_cell_count = and2_1
synth_warnings = 0
ys_cells = 209
ys_seq_share_pct = 0
yosysUniqueCellTypes = 26
top_cell_area_share_pct = 39.2
synthTopCellsByArea = fa_1 39%, ha_1 20%, and2_1 15%, inv_1 6.8%, nand2_1 3.9%
common_cells = 47 x and2_1, 38 x fa_1, 35 x inv_1
yosys-stat-area_sq_um = 1940

[global_route]
grtUsageTotal_pct = 20.8
grt_pass1_wl_mm = 6.53
grt_pass1_vias = 1477
grt_overflow_total = 0
antenna_found_initial = 0
grt_max_degree = 9

[drt]
drc_errors = 0
via_count = 1484
drtPass1Iterations = 4
wirelength_mm = 3.62
drt_iter0_drc = 72
wire_per_inst_microns = 12.5
post_drt_via_cell_ratio = 5.13
antenna_cells = 0
ant_nets = 0

[min_path]
worstHoldPathType = in2out
holdPathStages = 3
whs_endpoint = o_c[0]
hold_start = i_b[0]

[status]
status = completed

[run]
max_cap_violations = 0
warnings = 33
==> worst max path at each step <==
| stage | cells past startpoint | endpoint | from | slack, ps |
|---|---|---|---|---|
| CTS | 17 | o_c[14] | i_a[2] | 500 |
| global route | 17 | o_c[14] | i_b[6] | 300 |
| finish | 17 | o_c[14] | i_a[2] | 500 |
==> worst max-delay path: cells and delay by family <==
family	cells	cell delay (ps)
buffers and inverters	6	1230
and+or+nand+nor	3	550
AOI/OAI and AO/OA	2	460
xor gates and xnor gates	1	130
adders and majority gates	5	2460
==> power by group <==
group	leakage, nW	switching [mW]	total, mW	internal (mW)
combinational	1.19	0.175	0.418	0.242
sequential	0	0	0	0
clock	0	0	0	0
==> layer usage <==
layer	GRT usage, %	routed length [microns]	up-vias
met5	0	0	-
met4	0	0	0
met3	0	32	0
met2	35.8	1880	13
met1	33.1	1710	748
li1	-	-	723
==> per-stage QoR <==
step,hold WS (ps),util (%),instances
floorplan,3630,-,209
global placement,4680,62.9,289
detailed placement,4690,62.9,289
CTS,4690,62.9,289
global route,4730,62.9,289
finish,4690,62.9,289
==> cell families (layout without fill, tap and decap cells) <==
group | Yosys count | after routing | share of synthesized area, %
and+or+nand+nor | 79 | 79 | 22.8
adders and majority gates | 69 | 69 | 59.2
buffers and inverters | 35 | 67 | 6.77
AOI/OAI and AO/OA | 16 | 16 | 6.70
xor gates and xnor gates | 10 | 10 | 4.51
==> cells in the final DEF, fill, tap and decap left out, drive strengths merged <==
master	count
or3	1
a21oi	5
nand3	1
fa	38
and3	3
clkdlybuf4s50	32
inv	35
nor3	1
and2	47
ha	31
o21ai	4
xnor2	6
or2	1
nor2	1
a21o	2
o41ai	2
o31a	1
nand2b	2
a31oi	1
nand4	1
xor2	4
nand2	21
a211oi	1
==> final cells by class <==
cell class	count	area [sq um]	area share [%]
multi-input combinational	174	1810	78.0
inverter	35	131	5.66
timing repair buffer	32	320	13.8
tap	48	60.1	2.59
No activity file was given, so power comes from the tool's default toggle rates.
