`design/flow/constraint.sdc`:
```
current_design ib_mul_8x8_s0_l16

set clk_period 8.6
set clk_io_pct 0.2

create_clock -name clk0 -period $clk_period [get_ports {i_clk}]

set non_clock_inputs [all_inputs -no_clocks]
set_input_delay [expr $clk_period * $clk_io_pct] -clock clk0 $non_clock_inputs
set_output_delay [expr $clk_period * $clk_io_pct] -clock clk0 [all_outputs]
```
`design/flow/run.sh`:
```
#!/bin/bash
# OpenROAD 26Q1-2900-gdf79404cd8, Yosys 0.63+post, stock flow scripts
make -C /OpenROAD-flow-scripts/flow DESIGN_CONFIG=/design/flow/config.mk WORK_HOME=/design/flow/orfs finish
```
`design/flow/config.mk`:
```
export PLATFORM = sky130hd
export DESIGN_NAME = ib_mul_8x8_s0_l16
export DESIGN_NICKNAME = ib_mul_8x8_s0_l16
export VERILOG_FILES = /design/flow/design.v
export SDC_FILE = /design/flow/constraint.sdc
export NUM_CORES = 4
export LEC_CHECK = 1
export CORE_AREA = 10 10 110 110
export DIE_AREA = 0 0 120 120
```
`design/flow/design.v`:
```
module ib_mul_8x8_s0_l16(
   input    wire           i_clk,
   input    wire           i_nrst,
   input    wire           i_start,
   input    wire  [7:0]    i_a,
   input    wire  [7:0]    i_b,
   output   wire  [15:0]   o_c,
   output   wire           o_done
);
   wire           upd_ptr;
   reg   [3:0]    ptr;
   wire  [1:0]    a_ptr;
   wire  [1:0]    b_ptr;
   wire           a0;
   wire           a1;
   wire           a2;
   wire           a3;
   wire           b0;
   wire           b1;
   wire           b2;
   wire           b3;
   wire  [1:0]    a;
   wire  [1:0]    b;
   wire  [3:0]    ab;
   wire  [5:0]    ab0;
   wire  [7:0]    ab1;
   wire  [9:0]    ab2;
   wire  [11:0]   ab3;
   wire  [13:0]   ab4; 
   wire  [15:0]   ab5;
   wire  [15:0]   ab_acc_next;
   reg   [15:0]   ab_acc;
   reg            done;
   reg            run;
   always@(posedge i_clk or negedge i_nrst) begin
      if(!i_nrst)       run <= 1'b0;
      else if(i_start)  run <= 1'b1;
      else if(o_done )  run <= 1'b0;
   end
   assign upd_ptr = (run | i_start) & ~done;
   always@(posedge i_clk or negedge i_nrst) begin
      if(!i_nrst)       ptr <= 4'h0;
      else if(upd_ptr)  ptr <= ptr + 4'h1; 
   end
   assign a_ptr = ptr[1:0];
   assign b_ptr = ptr[3:2];
   assign a0 = (a_ptr == 2'b00);
   assign a1 = (a_ptr == 2'b01);
   assign a2 = (a_ptr == 2'b10);
   assign a3 = (a_ptr == 2'b11);
   assign b0 = (b_ptr == 2'b00);
   assign b1 = (b_ptr == 2'b01);
   assign b2 = (b_ptr == 2'b10);
   assign b3 = (b_ptr == 2'b11);
   assign a  = (a0) ? i_a[1:0] : 
               (a1) ? i_a[3:2] :
               (a2) ? i_a[5:4] :
                      i_a[7:6] ;
   assign b  = (b0) ? i_b[1:0] : 
               (b1) ? i_b[3:2] :
               (b2) ? i_b[5:4] :
                      i_b[7:6] ; 
   assign ab = a * b;
   assign ab0 = (a1 | a2 | a3 ) ? (ab << 2 ) : ab;
   assign ab1 = (a2 | a3      ) ? (ab0 << 2) : ab0;
   assign ab2 = (a3           ) ? (ab1 << 2) : ab1; 
   assign ab3 = (b1 | b2 | b3 ) ? (ab2 << 2) : ab2; 
   assign ab4 = (b2 | b3      ) ? (ab3 << 2) : ab3; 
   assign ab5 = (b3           ) ? (ab4 << 2) : ab4; 
   assign ab_acc_next = (i_start) ? ab : (ab_acc + ab5);
   always@(posedge i_clk or negedge i_nrst) begin
	   if(!i_nrst) ab_acc <= 16'h0000;
      else        ab_acc <= ab_acc_next;
   end
   always@(posedge i_clk or negedge i_nrst) begin
	   if(!i_nrst) done <= 1'b0;
      else        done <= (ptr == 4'hf);
   end
   assign o_done = done;
   assign o_c    = ab_acc;
endmodule
```
==> reports/results.ini <==
[clock_network]
clock_sink_count=22
clock_slew_seen_by_the_registers_of_the_worst_setup_and_hold_paths_ps=80
tritoncts=done
clock-root-buffer=sky130_fd_sc_hd__clkbuf_8
cts_inserted_buffers=3
setup_fix_buffers_added_after_clock_tree_synthesis=0
clk_ins_delay_skew_pair_ps=260
cts.htree.levels=1
holdBufCountCts=0
post_cts_resized=0
clk_path_buf_depth=2

[synth]
ys_ff=22
mappedNetlistArea_mm2=0.00229
synth-cells-yosys=273
prevailing_post_synth_register_cell=sky130_fd_sc_hd__dfrtp_1
synthArstFlopShare_pct=100
post_synth.cell_area_avg_um2=8.40
yosys.cell_types.count=55
postSynthSeqShare_pct=24.0
enable_flop_cells=0
yosys.stat.chipArea_mm2=0.00229
syn_inst=273
synth-warning-count=1

[finish]
drive_above_1_share_pct=7.28
syn2layout_area_growth_pct=22.9
layout_top_cells_excl_fill_tap=35 x sky130_fd_sc_hd__clkdlybuf4s50_1, 31 x sky130_fd_sc_hd__nor2_1, 22 x sky130_fd_sc_hd__ha_1, 22 x sky130_fd_sc_hd__dfrtp_1, 16 x sky130_fd_sc_hd__o21ai_0
final_layout_top_logic_cell=sky130_fd_sc_hd__clkdlybuf4s50_1

[final_timing]
slew_violations=0
finalSetupViolCount=0
rsz0062_at_grt=false
timing.fmax_mhz=174
finalCriticalPeriod_ps=5760
fin_ws_ps=2840
final_worst_path_cycle_share_pct=67.0
timing.setup.tns_ps=0
timing.final.hold_violations=0
max_slew_headroom_pct=55.8
worst_max_slew_pin_slew_ps=663
timing.clock.skew_ps=4.92

[min_path]
hold_class=reg2reg
hp_start=done$_DFF_PN0_
timing.hold.worst_path_depth=1

[placed_design]
gp_congestion=0.934
detailedPlacementHpwl_mm=4.74
placement.setup.worst_slack_ps=2590
port-buffer-count=35

[route]
route.final.wire_length_mm=6.02
detail_route.vias_per_cell=4.87
detailedRoute.firstIterationViolations=98
insertedDiodeCount=0
route.detailed.drc=0
firstDrtPassIters=4
wl_per_cell_um=13.8
total_vias_in_the_final_route=2119
antenna_left=0

[critical_path]
crit_path_max_fanout=6
setup.worst_path.start_class=input port
crit_type=in2reg
worst-r2r-setup-slack_ps=3400
worst-r2r-cell-count=18
endpoint_class_of_the_critical_path=flop
worst-endpoint-arrival_ps=5900
critical_path.cell_chain=clkdlybuf4s50_1, mux2_2, a221oi_1, nor2b_1, ha_1, and3_1, o31a_1, mux2_2, o21ai_0, and2_1, ha_1, o21ai_0, o211a_1, o22ai_1, o41ai_1, xnor2_1, nor2_1
rr_startpoint=ptr[0]$_DFFE_PN0P_
critical_path_depth=17
cp_slowest_stage_delay_ps=450
cp_top_family=AND-OR/OR-AND gates
cp_data_required_time_ps=8750
crit_path_start=i_a[4]
cp_bufs_invs=1
critical-path-slowest-cell=sky130_fd_sc_hd__o41ai_1

[outcome]
run_status=finished clean

[power_and_ir_drop]
power.static_leakage_nw=1.19
peak_ir_drop_on_the_vdd_network_v=0.000118
power_density_mw_per_mm2=332

[die]
num_io_pins=36
dieArea_mm2=0.0144
dieHeight_um=120
rows=36
core_area_mm2=0.00977
die_width_um=120
initCoreUtil_pct=23.5

[grt]
global_route.usage.total_pct=8.54
initial_antenna_violation_count=0
grt-ovfl-total=0
grt.met3_usage_pct=1.43
first_pass_grt_wire_length_mm=10.3
grt-busiest-layer=met1
met2_usage_pct=12.8
globalRouteMet1Util_pct=13.2
via_count_of_the_first_global_routing_pass=1995
grt_max_degree=23

[job]
max_cap_violations=0
warning_count=30

final timing paths:
| check | end |
|---|---|
| worst max-delay path | ab_acc[13]$_DFF_PN0_ |
| worst min register to register | run$_DFFE_PN0P_ |
| min in group asynchronous | ab_acc[15]$_DFF_PN0_ |
| max in group asynchronous | ab_acc[5]$_DFF_PN0_ |
| worst max register to register | ab_acc[13]$_DFF_PN0_ |
| worst min-delay path | run$_DFFE_PN0P_ |
sequential cells by signal (all words and copies together), names as in the netlist:
name,flops
ab_acc,16
ptr,4
done,1
run,1
power by group:
group / switching (mW) / internal (mW)
clock network: 0.0339 / 0.0313
logic: 0.378 / 0.305
registers: 0.0482 / 0.140
metal layers:
metal	vias to the layer above	share of wire [%]
met2	50	42
met4	0	0.56
met3	4	4.1
li1	1073	-
met1	992	53
met5	-	0
cells by family (layout without fill, tap and decap cells):
family	Yosys count	count (layout)	share of synthesized area (%)
adder cells (fa/ha/maj)	23	23	12.9
XOR/XNOR	14	14	5.35
flip-flops	22	22	24.0
AND/OR/NAND/NOR	96	96	21.1
AND-OR/OR-AND	79	79	24.4
buffers and inverters	25	54	4.42
multiplexers	14	14	7.91
stage by stage:
stage          util [%]  hold slack, ps  power, mW  instances  cell area (µm²)
3_3_place_gp       28.4             502      0.868        432             2780
2_1_floorplan         -             452      0.692        273             2290
3_5_place_dp       28.4             511      0.868        432             2780
5_1_grt            28.8             579       1.04        435             2820
4_1_cts            28.8             527      0.941        435             2820
6_report           28.8             518      0.937        435             2820
synthesized netlist by cell type (all sizes together), types with 4 or more instances:
cell type / number / area [µm²]
xor2: 7 / 61.3
ha: 22 / 275
clkbuf: 10 / 37.5
o21ai: 17 / 88.8
xnor2: 7 / 61.3
a211oi: 4 / 30.0
a31oi: 5 / 31.3
nor3: 7 / 35.0
nor2b: 6 / 37.5
inv: 14 / 52.6
nand2: 13 / 48.8
nand3: 9 / 45.0
mux2: 7 / 82.6
and2: 4 / 25.0
nor2: 31 / 116
o211ai: 5 / 37.5
o22ai: 4 / 25.0
dfrtp: 22 / 551
nand2b: 8 / 50.1
mux2i: 5 / 50.1
a21oi: 14 / 70.1
a21o: 5 / 37.5
final cells by class:
cell class,count,area [µm²]
inverters,14,52.6
well taps,133,166
repair buffers,37,365
fillers,1037,6960
clock buffers,3,41.3
multi-input cells,226,1640
flip-flops and latches,22,551
No activity file was given, so power comes from the tool's default toggle rates.
